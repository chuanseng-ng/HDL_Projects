==> design/flow/design.v <==
module fifo_mem #(
    parameter int DATA_WIDTH      = 32,         
    parameter int OSTD_NUM        = 4,          
    parameter int THRESHOLD_VALUE = OSTD_NUM/2  
) (
    input clk_in,       
    input areset_b,     
    input trans_read,   
    input trans_write,  
    input [DATA_WIDTH-1:0] data_in,  
    output [DATA_WIDTH-1:0] data_out,  
    output full_ind,       
    output empty_ind,      
    output overflow_ind,   
    output underflow_ind,  
    output threshold_ind   
);
    parameter int PTR_SIZE = (OSTD_NUM > 1) ? $clog2(OSTD_NUM) : 1;  
    reg [PTR_SIZE-1:0] read_ptr;   
    reg [PTR_SIZE-1:0] write_ptr;  
    wire fifo_renable;  
    wire fifo_wenable;  
    rd_wr_ptr #(
        .OSTD_NUM (OSTD_NUM),
        .PTR_SIZE (PTR_SIZE)
    ) u_write_pointer (
        .clk_in         (clk_in),
        .areset_b       (areset_b),
        .trans_enable   (trans_write),
        .fifo_enable    (fifo_wenable),
        .rd_wr_ptr      (write_ptr),
        .full_empty_ind (full_ind)
    );
    rd_wr_ptr #(
        .OSTD_NUM (OSTD_NUM),
        .PTR_SIZE (PTR_SIZE)
    ) u_read_pointer (
        .clk_in         (clk_in),
        .areset_b       (areset_b),
        .trans_enable   (trans_read),
        .fifo_enable    (fifo_renable),
        .rd_wr_ptr      (read_ptr),
        .full_empty_ind (empty_ind)
    );
    memory_array #(
        .DATA_WIDTH      (DATA_WIDTH),
        .OSTD_NUM        (OSTD_NUM),
        .THRESHOLD_VALUE (THRESHOLD_VALUE),
        .PTR_SIZE        (PTR_SIZE)
    ) u_mem_array (
        .clk_in       (clk_in),
        .areset_b     (areset_b),
        .data_in      (data_in),
        .data_out     (data_out),
        .fifo_wenable (fifo_wenable),
        .fifo_renable (fifo_renable),
        .write_ptr    (write_ptr),
        .read_ptr     (read_ptr)
    );
    monitor_signal #(
        .OSTD_NUM (OSTD_NUM),
        .PTR_SIZE (PTR_SIZE)
    ) u_monitor_signal (
        .clk_in        (clk_in),
        .areset_b      (areset_b),
        .trans_read    (trans_read),
        .trans_write   (trans_write),
        .fifo_renable  (fifo_renable),
        .fifo_wenable  (fifo_wenable),
        .read_ptr      (read_ptr),
        .write_ptr     (write_ptr),
        .full_ind      (full_ind),
        .empty_ind     (empty_ind),
        .overflow_ind  (overflow_ind),
        .underflow_ind (underflow_ind),
        .threshold_ind (threshold_ind)
    );
endmodule
module memory_array #(
    parameter int DATA_WIDTH      = 32,                                    
    parameter int OSTD_NUM        = 8,                                     
    parameter int THRESHOLD_VALUE = OSTD_NUM/2,                            
    parameter int PTR_SIZE        = (OSTD_NUM > 1) ? $clog2(OSTD_NUM) : 1  
) (
    input clk_in,        
    input areset_b,      
    input fifo_renable,  
    input fifo_wenable,  
    input [DATA_WIDTH-1:0] data_in,    
    input [PTR_SIZE-1:0]   read_ptr,   
    input [PTR_SIZE-1:0]   write_ptr,  
    output [DATA_WIDTH-1:0] data_out  
);
    reg [OSTD_NUM-1:0] [DATA_WIDTH-1:0] data_reg;  
    always @(posedge clk_in or negedge areset_b) begin: mem_array_storage
        if (~areset_b) begin
            for (int i = 0; i < OSTD_NUM; i++) begin
                data_reg[i] <= {(DATA_WIDTH){1'b0}};
            end
        end else begin
            if (fifo_wenable) begin
                data_reg[write_ptr] <= data_in;
            end
        end
    end
    generate
        genvar i;
        for(i = 0; i < OSTD_NUM; i = i + 1) begin: gen_register_dump
            wire [DATA_WIDTH-1:0] temp_data_reg;
            assign temp_data_reg = data_reg[i];
        end
    endgenerate
    assign data_out = (fifo_renable) ? data_reg[read_ptr] : 'd0;
endmodule
module monitor_signal #(
    parameter int OSTD_NUM = 8,                                     
    parameter int PTR_SIZE = (OSTD_NUM > 1) ? $clog2(OSTD_NUM) : 1  
) (
    input clk_in,    
    input areset_b,  
    input trans_read,    
    input trans_write,   
    input fifo_renable,  
    input fifo_wenable,  
    input [PTR_SIZE-1:0] read_ptr,   
    input [PTR_SIZE-1:0] write_ptr,  
    output reg full_ind,       
    output reg empty_ind,      
    output reg overflow_ind,   
    output reg underflow_ind,  
    output reg threshold_ind   
);
    wire ptr_msb_compare_n;  
    wire overflow_set;     
    wire underflow_set;    
    wire ptr_equal;        
    wire [PTR_SIZE-1:0] ptr_result;  
    assign ptr_result        = write_ptr[PTR_SIZE-2:0] - read_ptr[PTR_SIZE-2:0];
    assign overflow_set      = full_ind && trans_write;
    assign underflow_set     = empty_ind && trans_read;
    always_comb begin: indicator_update
        full_ind      = (write_ptr == OSTD_NUM) ? 1 : 0;
        empty_ind     = (write_ptr == 0) ? 1 : 0;
        threshold_ind = (ptr_result[PTR_SIZE-1] || ptr_result[PTR_SIZE-2]) ? 1 : 0;
    end
    always @(posedge clk_in or negedge areset_b) begin: underflow_indicator
        if (~areset_b) begin
            underflow_ind <= 1'b0;
        end else begin
            if ((underflow_set == 1) && (fifo_wenable == 0)) begin
                underflow_ind <= 1'b1;
            end else if (fifo_wenable) begin
                underflow_ind <= 1'b0;
            end else begin
                underflow_ind <= underflow_ind;
            end
        end
    end
    always @(posedge clk_in or negedge areset_b) begin: overflow_indicator
        if (~areset_b) begin
            overflow_ind <= 1'b0;
        end else begin
            if ((overflow_set == 1) && (fifo_renable == 0)) begin
                overflow_ind <= 1'b1;
            end else if (fifo_renable) begin
                overflow_ind <= 1'b0;
            end else begin
                overflow_ind <= overflow_ind;
            end
        end
    end
endmodule
module rd_wr_ptr #(
    parameter int OSTD_NUM = 8,
    parameter int PTR_SIZE = 3
) (
    input clk_in,
    input areset_b,
    input full_empty_ind,
    input trans_enable,
    output fifo_enable,
    output reg [PTR_SIZE-1:0] rd_wr_ptr
);
    assign fifo_enable = (~full_empty_ind) && trans_enable;
    always @(posedge clk_in or negedge areset_b) begin
        if (~areset_b) begin
            rd_wr_ptr <= {(PTR_SIZE){1'b0}};
        end else begin
            if (fifo_enable) begin
                rd_wr_ptr <= rd_wr_ptr + 1;
            end else begin
                rd_wr_ptr <= rd_wr_ptr;
            end
        end
    end
endmodule
==> design/flow/run.sh <==
#!/bin/bash
# OpenROAD 26Q1-2900-gdf79404cd8, Yosys 0.63+post, stock flow scripts
make -C /OpenROAD-flow-scripts/flow DESIGN_CONFIG=/design/flow/config.mk WORK_HOME=/design/flow/orfs finish
==> design/flow/config.mk <==
export PLATFORM = sky130hd
export DESIGN_NAME = fifo_mem
export DESIGN_NICKNAME = fifo_mem
export VERILOG_FILES = /design/flow/design.v
export SDC_FILE = /design/flow/constraint.sdc
export NUM_CORES = 4
export LEC_CHECK = 1
export CORE_UTILIZATION = 50
==> design/flow/constraint.sdc <==
current_design fifo_mem

set clk_period 4.3
set clk_io_pct 0.2

create_clock -name clk0 -period $clk_period [get_ports {clk_in}]

set non_clock_inputs [all_inputs -no_clocks]
set_input_delay [expr $clk_period * $clk_io_pct] -clock clk0 $non_clock_inputs
set_output_delay [expr $clk_period * $clk_io_pct] -clock clk0 [all_outputs]
==> reports/results.txt <==
status: finished clean
worst stage delay on the critical path: 0.64 ns
post-DP HPWL: 9630 microns
post-synthesis cell type count: 31
die area: 13400 sq um
largest net degree at the start of global routing: 88
ys flops: 133
Top FF cell, synth: dfrtp_1
global placer's final weighted congestion: 0.793
diodes inserted: 0
most used cell, CP: clkdlybuf4s50_1
Critical path origin: trans_read
total chip power: 0.00595 W
cell area power density: 763 nW/um^2
total wire length: 16700 microns
R2R Path End: u_mem_array.data_reg[76]$_DFFE_PN0P_
Tot GR Track Use: 27.7%
max reg flops: 128
CP endpoint: data_out[30]
FF-to-FF setup slack: 1.77 ns
Max IR drop VDD: 0.399 mV
Root Buffer: clkbuf_16
leakage: 3.29 nW
Slew headroom: 50.3%
EDFF count, synth: 0
io pins: 73
Log Warnings: 30
clock buffer depth: 2
CTS clk-pin slew, worst paths: 0.05 ns
Seq share, synth: 51.3%
post-route antenna net violation count: 0
grt total ovfl: 0
clk sinks: 133
setup_tns: 0 ns
Synth async-reset ratio: 100%
DR WL/cell: 22.5 microns
initial detailed-routing violation count: 296
number of port buffers: 70
Detailed Routing Iterations Pass 1: 4
Critical Path Source Type: input port
most frequent cells in the layout: dfrtp_1 (132), clkdlybuf4s50_1 (69), mux2i_1 (64), a32o_1 (52), a22o_1 (44)
Worst Skew: 0.00574 ns
initial antenna violation count: 0
critical path arrival: 2.94 ns
Worst path depth: 5
cts repair resizes: 0
pre-placement core utilization: 51.4%
Final Hold Fails: 0
Yosys Instances: 510
Core Area: 12600 sq um
Critical path buffers and inverters: 3
yosys synthesis warning count: 3
Worst Max-Slew Pin Slew: 0.745 ns
Hold Buf Count CTS: 0
cell chain of the critical path: clkdlybuf4s50_1 > or3b_2 > buf_12 > o22ai_1 > clkdlybuf4s50_1
CTS tree: built
slowest cell on the critical path: or3b_2
critical path endpoint category: primary output
die width: 116 microns
most numerous logic cell after layout: dfrtp_1
DR vias: 4674
Setup Crit Path Kind: input port to primary output
Die H: 116 microns
Syn Area/Cell: 12.7 sq um
maxcap violations: 0
final instance area: 7800 sq um
Synth Cell Area: 6490 sq um
RSZ-0062 raised after global routing: no
Top delay family on crit path: buffers and inverters
Yosys Chip Area: 6490 sq um
RR Startpoint: u_write_pointer.rd_wr_ptr[1]$_DFFE_PN0P_
R2R depth: 5
vias in the first global route: 4817
critical path fanouts, max: 24
utilization after layout: 61.8%
CTS Buf Count: 17
Mapped Cells: 510
DRC Markers: 0
Clk Latency, worst-skew pair: 0.41 ns
Worst Hold Class: input port to asynchronous set/reset pin
htree depth: 4
Area after DPL: 7250 sq um
layout cells sized above 1: 15.2%
final setup fails: 0
post-CTS repair timing setup buffer count: 0
area growth from synthesis to layout: 20.2%
Rows: 41
f_max: 0.263 GHz
Fill cells: 1011
routed vias/inst: 6.27
Required @ worst endpoint: 3.44 ns
minimum clock period: 3.80 ns
first-pass GRT wire length: 27000 microns
Final Max Tran Viols: 0
Final period util: 88.5%
## synthesized netlist by cell type, types with 5 or more instances
master,number,area [sq um]
nand2_1,5,18.8
a32o_1,52,521
clkbuf_1,17,63.8
mux2i_1,64,641
ha_1,5,62.6
nand3_1,32,160
a22o_1,44,385
o22ai_2,30,375
buf_2,30,150
dfrtp_1,133,3330
o2bb2ai_1,29,254
buf_6,5,56.3
nor2b_1,34,213
## cells by family after synthesis
kind of cell / after synthesis / share of synthesized area [%]
other cells: 1 / 0.0578
fa+ha+maj: 5 / 0.964
buf+inv: 62 / 5.46
xor+xnor: 4 / 0.540
simple gates: 79 / 7.12
mux: 64 / 9.87
compound gates: 162 / 24.7
flops: 133 / 51.3
## routing by layer
metal  GRT usage (%)  vias up  share of wire, %
met3            6.13       12               4.9
met4            4.36        0               1.3
met1            45.2     2449                48
met5               0        -                 0
li1                -     2084                 -
met2            40.8      129                46
## metrics by stage
stage | std cells | hold WS [ns] | setup slack, ns
3_3_place_gp | 714 | 0.470 | 0.535
6_report | 745 | 0.468 | 0.496
5_1_grt | 745 | 0.497 | 0.422
2_1_floorplan | 511 | 0.438 | 1.55
4_1_cts | 745 | 0.480 | 0.505
3_5_place_dp | 714 | 0.473 | 0.524
## area by class of cell
type / instances / area [sq um] / area share (%)
timing repair buffer: 90 / 873 / 11.2
multi-input combinational: 316 / 2820 / 36.1
inverter: 3 / 11.3 / 0.144
tap: 172 / 215 / 2.76
clock inverter: 3 / 15.0 / 0.193
clock buffer: 28 / 537 / 6.88
sequential: 133 / 3330 / 42.7
## how the worst min path moves through the flow
stage,from,to,slack [ns]
after CTS,areset_b,u_mem_array.data_reg[107]$_DFFE_PN0P_,0.48
after global routing,u_mem_array.data_reg[26]$_DFFE_PN0P_,u_mem_array.data_reg[26]$_DFFE_PN0P_,0.50
final,areset_b,u_mem_array.data_reg[107]$_DFFE_PN0P_,0.47
## power breakdown
part,switching (W),internal [W],total [W]
combinational,0.00130,0.00118,0.00247
clock,0.000501,0.000839,0.00134
sequential,0.000371,0.00177,0.00214
Power is estimated from default activity; no workload was simulated.
