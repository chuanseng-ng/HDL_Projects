### /design/flow/run.sh
#!/bin/bash
# OpenROAD 26Q1-2900-gdf79404cd8, Yosys 0.63+post, stock flow scripts
make -C /OpenROAD-flow-scripts/flow DESIGN_CONFIG=/design/flow/config.mk WORK_HOME=/design/flow/orfs finish
### /design/flow/constraint.sdc
current_design digital_timer

set clk_period 7.8
set clk_io_pct 0.2

create_clock -name clk0 -period $clk_period [get_ports {sys_clk}]

set non_clock_inputs [all_inputs -no_clocks]
set_input_delay [expr $clk_period * $clk_io_pct] -clock clk0 $non_clock_inputs
set_output_delay [expr $clk_period * $clk_io_pct] -clock clk0 [all_outputs]
### /design/flow/config.mk
export PLATFORM = sky130hd
export DESIGN_NAME = digital_timer
export DESIGN_NICKNAME = digital_timer
export VERILOG_FILES = /design/flow/design.v
export SDC_FILE = /design/flow/constraint.sdc
export NUM_CORES = 4
export LEC_CHECK = 1
export CORE_UTILIZATION = 50
### /design/flow/design.v
module digit_iter #(
    parameter int HR_DIGIT     = 0,
    parameter int MIN_DIGIT    = 0,
    parameter int SEC_DIGIT    = 0,
    parameter int FIRST_DIGIT  = 0,
    parameter int SECOND_DIGIT = 0
) (
    input timer_clk,
    input int_reset_b,
    input hr_digit_cap_in,             
    input [4:0] prev_overflow_ind,
    input [6:0] clock_digit_in,
    output reg hr_digit_cap_out,       
    output reg [6:0] clock_digit_out,
    output reg overflow_ind
);
    parameter int HR_FIRST_DIGIT   = HR_DIGIT && FIRST_DIGIT;
    parameter int HR_SECOND_DIGIT  = HR_DIGIT && SECOND_DIGIT;
    parameter int MIN_FIRST_DIGIT  = MIN_DIGIT && FIRST_DIGIT;
    parameter int MIN_SECOND_DIGIT = MIN_DIGIT && SECOND_DIGIT;
    parameter int SEC_FIRST_DIGIT  = SEC_DIGIT && FIRST_DIGIT;
    parameter int SEC_SECOND_DIGIT = SEC_DIGIT && SECOND_DIGIT;
    wire prev_overflow_ind_merge      = & prev_overflow_ind;
    always @(posedge timer_clk or negedge int_reset_b) begin: overflow_ind_block
        if (~int_reset_b) begin
            overflow_ind <= 0;
        end else begin
            if (SEC_DIGIT || MIN_DIGIT) begin: sec_min_digit_block
                if (FIRST_DIGIT && clock_digit_in == 7'b0010100) begin
                    overflow_ind <= 1;
                end else if (SECOND_DIGIT && clock_digit_in == 7'b0110100) begin
                    overflow_ind <= 1;
                end else begin
                    overflow_ind <= 0;
                end
            end else if (HR_DIGIT) begin: hr_digit_block
                if (FIRST_DIGIT && clock_digit_in == 7'b0010100) begin
                    overflow_ind <= 1;
                end else if (SECOND_DIGIT && clock_digit_in == 7'b0010010) begin
                    overflow_ind <= 1;
                end else begin
                    overflow_ind <= 0;
                end
            end else begin
                overflow_ind <= 0;
            end
        end
    end
    always @(posedge timer_clk or negedge int_reset_b) begin
        if (~int_reset_b) begin
            clock_digit_out <= 7'b0000001;  
        end else begin
            if (prev_overflow_ind_merge) begin
                if (SEC_FIRST_DIGIT || MIN_FIRST_DIGIT) begin
                    case(clock_digit_in)
                        7'b0000001: clock_digit_out <= 7'b1001111;  
                        7'b1001111: clock_digit_out <= 7'b0010010;  
                        7'b0010010: clock_digit_out <= 7'b0000110;  
                        7'b0000110: clock_digit_out <= 7'b1011100;  
                        7'b1011100: clock_digit_out <= 7'b0110100;  
                        7'b0110100: clock_digit_out <= 7'b0110000;  
                        7'b0110000: clock_digit_out <= 7'b0001111;  
                        7'b0001111: clock_digit_out <= 7'b0010000;  
                        7'b0010000: clock_digit_out <= 7'b0010100;  
                        7'b0010100: clock_digit_out <= 7'b0000001;  
                        default: clock_digit_out <= 7'b0000001;  
                    endcase
                end else if (SEC_SECOND_DIGIT || MIN_SECOND_DIGIT) begin
                    case(clock_digit_in)
                        7'b0000001: clock_digit_out <= 7'b1001111;  
                        7'b1001111: clock_digit_out <= 7'b0010010;  
                        7'b0010010: clock_digit_out <= 7'b0000110;  
                        7'b0000110: clock_digit_out <= 7'b1011100;  
                        7'b1011100: clock_digit_out <= 7'b0110100;  
                        7'b0110100: clock_digit_out <= 7'b0000001;  
                        default: clock_digit_out <= 7'b0000001;  
                    endcase
                end else if (HR_FIRST_DIGIT) begin
                    if (hr_digit_cap_out) begin
                        case(clock_digit_in)
                            7'b0000001: clock_digit_out <= 7'b1001111;  
                            7'b1001111: clock_digit_out <= 7'b0010010;  
                            7'b0010010: clock_digit_out <= 7'b0000110;  
                            7'b0000110: clock_digit_out <= 7'b0000001;  
                            default: clock_digit_out <= 7'b0000001;  
                        endcase
                    end else begin
                        case(clock_digit_in)
                            7'b0000001: clock_digit_out <= 7'b1001111;  
                            7'b1001111: clock_digit_out <= 7'b0010010;  
                            7'b0010010: clock_digit_out <= 7'b0000110;  
                            7'b0000110: clock_digit_out <= 7'b1011100;  
                            7'b1011100: clock_digit_out <= 7'b0110100;  
                            7'b0110100: clock_digit_out <= 7'b0110000;  
                            7'b0110000: clock_digit_out <= 7'b0001111;  
                            7'b0001111: clock_digit_out <= 7'b0010000;  
                            7'b0010000: clock_digit_out <= 7'b0010100;  
                            7'b0010100: clock_digit_out <= 7'b0000001;  
                            default: clock_digit_out <= 7'b0000001;  
                        endcase
                    end
                end else if (HR_SECOND_DIGIT) begin
                    case(clock_digit_in)
                        7'b0000001: clock_digit_out <= 7'b1001111;  
                        7'b1001111: clock_digit_out <= 7'b0010010;  
                        7'b0010010: clock_digit_out <= 7'b0000001;  
                        default: clock_digit_out <= 7'b0000001;  
                    endcase
                end
            end
        end
    end
    always @(posedge timer_clk or negedge int_reset_b) begin
        if (~int_reset_b) begin
            hr_digit_cap_out <= 1'b0;
        end else begin
            if (HR_SECOND_DIGIT && clock_digit_out == 7'b0010010) begin
                hr_digit_cap_out <= 1'b1;
            end else begin
                hr_digit_cap_out <= 1'b0;
            end
        end
    end
endmodule
module digital_timer #(
    parameter int TIMER_LIMIT = 10
) (
    input sys_clk,
    input rst_b,
    input timer_clear,
    input timer_pause,
    input timer_reset,
    output reg [5:0] [6:0] digital_clock_out
);
    reg digital_sec_2nd_ind;
    reg digital_min_2nd_ind;
    reg digital_hr_2nd_ind;
    reg digital_min_1st_ind;
    reg digital_hr_1st_ind;
    reg timer_clk;
    reg hr_digit_cap_out;
    reg [3:0] timer_clk_count;
    reg [5:0] [6:0] digital_clock_in;
    reg [1:0] hour_digit_overflow;
    reg [1:0] min_digit_overflow;
    reg [1:0] sec_digit_overflow;
    wire int_reset_b     = ~timer_reset && rst_b;
    wire hr_digit_cap_in = hr_digit_cap_out;
    timer_clk_counter #(
        .TIMER_LIMIT (TIMER_LIMIT)
    ) u_timer_clk_counter (
        .sys_clk         (sys_clk),
        .int_reset_b     (int_reset_b),
        .timer_pause     (timer_pause),
        .timer_clear     (timer_clear),
        .timer_clk_count (timer_clk_count)
    );
    timer_clk_gen #(
        .TIMER_LIMIT (TIMER_LIMIT)
    ) u_timer_clk_gen (
        .sys_clk         (sys_clk),
        .int_reset_b     (int_reset_b),
        .timer_clear     (timer_clear),
        .timer_pause     (timer_pause),
        .timer_clk_count (timer_clk_count),
        .timer_clk       (timer_clk)
    );
    always @(posedge sys_clk or negedge int_reset_b) begin
        if (~int_reset_b) begin
            digital_clock_in <= {(6){7'b0000001}};  
        end else begin
            digital_clock_in <= digital_clock_out;
        end
    end
    generate
        genvar iter;
        for (iter = 0; iter < 6; iter++) begin: gen_digital_display_iter
            case(iter)
                0: digit_iter #(
                        .HR_DIGIT     (0),
                        .MIN_DIGIT    (0),
                        .SEC_DIGIT    (1),
                        .FIRST_DIGIT  (1),
                        .SECOND_DIGIT (0)
                ) u_sec_first_digit_iter (
                        .timer_clk         (timer_clk),
                        .int_reset_b       (int_reset_b),
                        .clock_digit_in    (digital_clock_in[iter]),
                        .clock_digit_out   (digital_clock_out[iter]),
                        .hr_digit_cap_in   (1'b0),
                        .hr_digit_cap_out  (),
                        .prev_overflow_ind (5'b11111),
                        .overflow_ind      (sec_digit_overflow[0])
                    );
                1: digit_iter #(
                        .HR_DIGIT     (0),
                        .MIN_DIGIT    (0),
                        .SEC_DIGIT    (1),
                        .FIRST_DIGIT  (0),
                        .SECOND_DIGIT (1)
                ) u_sec_second_digit_iter (
                        .timer_clk         (timer_clk),
                        .int_reset_b       (int_reset_b),
                        .clock_digit_in    (digital_clock_in[iter]),
                        .clock_digit_out   (digital_clock_out[iter]),
                        .hr_digit_cap_in   (1'b0),
                        .hr_digit_cap_out  (),
                        .prev_overflow_ind ({sec_digit_overflow[0], 4'b1111}),
                        .overflow_ind      (sec_digit_overflow[1])
                    );
                2: digit_iter #(
                        .HR_DIGIT     (0),
                        .MIN_DIGIT    (1),
                        .SEC_DIGIT    (0),
                        .FIRST_DIGIT  (1),
                        .SECOND_DIGIT (0)
                ) u_min_first_digit_iter (
                        .timer_clk         (timer_clk),
                        .int_reset_b       (int_reset_b),
                        .clock_digit_in    (digital_clock_in[iter]),
                        .clock_digit_out   (digital_clock_out[iter]),
                        .hr_digit_cap_in   (1'b0),
                        .hr_digit_cap_out  (),
                        .prev_overflow_ind ({sec_digit_overflow, 3'b111}),
                        .overflow_ind      (min_digit_overflow[0])
                    );
                3: digit_iter #(
                        .HR_DIGIT     (0),
                        .MIN_DIGIT    (1),
                        .SEC_DIGIT    (0),
                        .FIRST_DIGIT  (0),
                        .SECOND_DIGIT (1)
                ) u_min_second_digit_iter (
                        .timer_clk         (timer_clk),
                        .int_reset_b       (int_reset_b),
                        .clock_digit_in    (digital_clock_in[iter]),
                        .clock_digit_out   (digital_clock_out[iter]),
                        .hr_digit_cap_in   (1'b0),
                        .hr_digit_cap_out  (),
                        .prev_overflow_ind ({min_digit_overflow[0], sec_digit_overflow, 2'b11}),
                        .overflow_ind      (min_digit_overflow[1])
                    );
                4: digit_iter #(
                        .HR_DIGIT     (1),
                        .MIN_DIGIT    (0),
                        .SEC_DIGIT    (0),
                        .FIRST_DIGIT  (1),
                        .SECOND_DIGIT (0)
                ) u_hr_first_digit_iter (
                        .timer_clk         (timer_clk),
                        .int_reset_b       (int_reset_b),
                        .clock_digit_in    (digital_clock_in[iter]),
                        .clock_digit_out   (digital_clock_out[iter]),
                        .hr_digit_cap_in   (hr_digit_cap_in),
                        .hr_digit_cap_out  (),
                        .prev_overflow_ind ({min_digit_overflow, sec_digit_overflow, 1'b1}),
                        .overflow_ind      (hour_digit_overflow[0])
                    );
                5: digit_iter #(
                        .HR_DIGIT     (1),
                        .MIN_DIGIT    (0),
                        .SEC_DIGIT    (0),
                        .FIRST_DIGIT  (0),
                        .SECOND_DIGIT (1)
                ) u_hr_second_digit_iter (
                        .timer_clk         (timer_clk),
                        .int_reset_b       (int_reset_b),
                        .clock_digit_in    (digital_clock_in[iter]),
                        .clock_digit_out   (digital_clock_out[iter]),
                        .hr_digit_cap_in   (1'b0),
                        .hr_digit_cap_out  (hr_digit_cap_out),
                        .prev_overflow_ind ({hour_digit_overflow[0], min_digit_overflow, sec_digit_overflow}),
                        .overflow_ind      (hour_digit_overflow[1])
                    );
            endcase
        end
    endgenerate
endmodule
module timer_clk_counter #(
    parameter int TIMER_LIMIT = 10
) (
    input sys_clk,
    input int_reset_b,
    input timer_pause,
    input timer_clear,
    output reg [3:0] timer_clk_count
);
    always @(posedge sys_clk or negedge int_reset_b) begin: timer_clk_count_iter
        if (~int_reset_b) begin
            timer_clk_count <= 4'b0;
        end else begin
            if (timer_pause) begin
                timer_clk_count <= timer_clk_count;
            end else if (timer_clear) begin
                timer_clk_count <= 4'b0;
            end else if (timer_clk_count == TIMER_LIMIT-1) begin
                timer_clk_count <= 4'd0;
            end else begin
                timer_clk_count <= timer_clk_count + 1'b1;
            end
        end
    end
endmodule
module timer_clk_gen #(
    parameter int TIMER_LIMIT = 10
) (
    input sys_clk,
    input int_reset_b,
    input timer_clear,
    input timer_pause,
    input [3:0] timer_clk_count,
    output reg timer_clk
);
    always @(posedge sys_clk or negedge int_reset_b) begin: timer_clk_gen
        if (~int_reset_b) begin
            timer_clk <= 1'b0;
        end else begin
            if (timer_clear) begin
                timer_clk <= 1'b0;
            end else if (timer_pause) begin
                timer_clk <= timer_clk;
            end else if (timer_clk_count == TIMER_LIMIT-1) begin
                timer_clk <= ~timer_clk;
            end else begin
                timer_clk <= timer_clk;
            end
        end
    end
endmodule
==> impl_metrics.toml <==
# physical design summary
[clocking]
cts_resized = 0
clock_path_buffers = 2
cts_setup_buffers = 0
cts-root-buf = "clkbuf_8"
clk_pin_slew_ps = 80
cts_tree = "built"
cts_buffers = 5
htreeDepth = 2
cts_hold_buf = 0
clock_latency_ps = 290

[floorplan]
die_x_um = 88.76
ioPinCount = 47
core_area_um2 = 7253
std_cell_rows = 31
fp_util_pct = 51.89
die_area_um2 = 7878
fp.dieH_um = 88.76

[route]
num_vias = 2698
drt_iter0_markers = 93
viasPerCell = 5.609
drt_pre_antenna_iters = 4
n_antenna_cell = 0
routed_wl_um = 6952
drc = 0
avgRoutedWirePerCell_um = 14.45
drtAntennaViolNets = 0

[place]
place.detailed.hpwl_um = 4651
gp_congestion = 0.7954
port_buffers = 45

[timing]
finalHoldViolCount = 0
setup-tns-final_ps = 0
unclocked_regs = 42
fmax_mhz = 334.2
worst_pin_slew_ps = 799.7
slew_headroom_pct = 46.58
clock_skew_ps = 0.6428
rsz0062_at_grt = "no"
finalCritPeriodShare_pct = 38.36
slew_viol_final = 0
untimed_endpoints = 120
setup_viol = 0
fin_crit_ps = 2992

[run_status]
status = "finished clean"

[setup_path]
end_kind = "asynchronous set/reset pin"
worstSetupPathType = "primary input to asynchronous set/reset pin"
reg2reg_slack_ps = 6310
critPathMaxFanout = 54
cp.arrival_ps = 3370
critPathLaunchType = "primary input"
crit_slowest_cell = "nor2b_4"
worstPathRequired_ps = 8180
path_buffers = 2
crit_family = "buffers and inverters"
cp_cell_sequence = "clkdlybuf4s50_1 -> nor2b_4 -> buf_4"
crit_path_max_incr_delay_ps = 670

[power_and_ir_drop]
p_int_mw = 0.3275
power.total_mw = 0.4173
power_leakage_nw = 1.792
ir_drop_uv = 65.48
p_comb_share_pct = 3.8
power_density_nw_per_um2 = 96.00
switchingPower_mw = 0.08979
swShare_pct = 21.52
pwr-share-clk_pct = 43.0
p_seq_share_pct = 53.2

[layout]
fillers = 598
area_delta_synth_final_pct = 15.49
drive_gt1_share_pct = 9.686

[logic_synthesis]
ys_async_sr_fraction_pct = 100.0
edf_count = 0
yosys-stat-area_um2 = 3764
synth-main-ff-cell = "dfrtp_1"
yosys_warnings = 9
ys_seq_share_pct = 56.25
netlist_instances = 353
ys_cells = 353
synth_cell_types = 61
ys.flops = 84
avgSynthCellArea_um2 = 10.66
syn_area_um2 = 3764

[global_route]
grt_pass1_wl_um = 11790
antenna_found_initial = 0
grt_pass1_vias = 2427
grt_start_max_net_pins = 55
track_usage_pct = 20.14
overflow = 0

[job]
tool_warnings = 27
maxCapViolCount = 0

[hold_path]
worstHoldPathType = "register to register"
[cell usage in the layout, fill, tap and decap left out, types with 3 or more instances in the layout]
cell	synthesis	routed
nand2b_1	6	6
nand4_1	4	4
and3b_1	3	3
o22ai_1	6	6
a21oi_1	20	20
dfstp_2	12	12
inv_1	9	9
a32o_1	3	3
nand3b_1	9	9
or3_1	4	4
o21ai_0	15	15
a2111oi_0	4	4
a41oi_1	4	4
clkdlybuf4s50_1	0	45
or2_2	4	4
o41ai_1	3	3
nor3_1	10	10
nand3_1	6	6
xor2_1	3	3
or3b_2	6	6
nor4bb_1	3	3
nand4b_1	3	3
nor3b_1	9	9
o31ai_1	7	7
nor2_1	24	24
dfrtp_1	72	72
nand2_1	31	31
a31oi_1	4	4
clkbuf_8	0	6
[per-stage QoR]
stage          instances  area (µm²)  setup WS (ps)  hold slack [ps]  util, %
6_report             481        4347           4808            490.3    59.93
5_1_grt              481        4347           4446            530.6    59.93
4_1_cts              481        4347           4676            492.7    59.93
3_5_place_dp         474        4234           4346            474.6    58.38
3_3_place_gp         474        4234           4375            485.5    58.38
2_1_floorplan        353        3764           1053            451.9        -
[logic make-up after synthesis]
kind of cell               after synthesis  synth area share (%)
adders and majority gates                2                0.6648
xor gates and xnor gates                 4                0.9310
AOI/OAI and AO/OA                       84                 14.99
buffers and inverters                   34                 4.255
DFF                                     84                 56.25
muxes                                    3                0.8643
other                                    1               0.09964
and+or+nand+nor                        141                 21.94
[per-layer routing]
layer	GRT usage, %	vias to the layer above	wire length, µm	share of wire [%]
met3	2.744	9	313	4.5
met4	2.346	0	61	0.88
met1	37.05	1283	3592	52
li1	-	1343	-	-
met5	0	-	0	0
met2	27.62	63	2984	43
[cell usage after synthesis, types with 4 or more instances]
master     number  area (µm²)
nor2_1         24       90.09
a31oi_1         4       25.02
clkbuf_1       16       60.06
buf_4           6       45.04
nand2_1        31       116.4
o22ai_1         6       37.54
nand3b_1        9       67.56
a41oi_1         4       35.03
or3_1           4       25.02
or2_2           4       25.02
nor3b_1         9       67.56
o21ai_0        15       75.07
inv_1           9       33.78
nand3_1         6       30.03
nand4_1         4       25.02
nor3_1         10       50.05
o31ai_1         7       52.55
dfrtp_1        72        1802
dfstp_2        12       315.3
a21oi_1        20       100.1
a2111oi_0       4       35.03
nand2b_1        6       37.54
or3b_2          6       52.55
[layout make-up]
class	instances	area, µm²	share of cell area (%)
tap	99	123.9	2.850
sequential	84	2117	48.70
timing repair buffer	47	465.4	10.71
multi-input combinational	235	1494	34.37
inverter	9	33.78	0.7772
clock buffer	6	82.58	1.900
clock inverter	1	30.03	0.6908
[power groups by stage]
stage         registers, mW  logic (mW)  clock network, mW
CTS                   0.222      0.0170              0.186
global route          0.222      0.0196              0.197
finish                0.222      0.0160              0.179
[path summary, 6_finish.rpt]
kind / start / to / cells past startpoint
worst min-delay path: u_timer_clk_counter.timer_clk_count[3]$_DFFE_PN0N_ / u_timer_clk_counter.timer_clk_count[3]$_DFFE_PN0N_ / 1
max in group clk0: timer_pause / u_timer_clk_counter.timer_clk_count[3]$_DFFE_PN0N_ / 3
worst min register to register: u_timer_clk_counter.timer_clk_count[3]$_DFFE_PN0N_ / u_timer_clk_counter.timer_clk_count[3]$_DFFE_PN0N_ / 1
worst max register to register: u_timer_clk_counter.timer_clk_count[0]$_DFFE_PN0N_ / u_timer_clk_counter.timer_clk_count[3]$_DFFE_PN0N_ / 5
worst max-delay path: rst_b / digital_clock_in[31]$_DFF_PN0_ / 3
min in group asynchronous: timer_reset / u_timer_clk_gen.timer_clk$_DFFE_PN0P_ / 2
Power figures rest on the tool's default switching activity, not on a simulated workload.
